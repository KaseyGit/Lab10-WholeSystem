`design/flow/design.v`:
```
module RF(A, B, SA, SB, D, DA, W, rst, clk);
    output [3:0]A; 
    output [3:0]B; 
    input SA;  
    input SB;  
    input [3:0] D;  
    input DA;  
    input W;  
    input rst; 
    input clk;
    wire[1:0] load_enable;
    wire[3:0] reg1_out;
    wire[3:0] reg2_out;
    Decoder dec(.load_enable(load_enable), .DA(DA), .W(W));
    RegisterNbit reg1(.Dout(reg1_out), .Din(D), .Load(load_enable[0]), .reset(rst), .clock(clk));
    RegisterNbit reg2(.Dout(reg2_out), .Din(D), .Load(load_enable[1]), .reset(rst), .clock(clk));
    Mux2to1 mux1(.Y(A),.I1(reg1_out), .I2(reg2_out), .S(SA));
    Mux2to1 mux2(.Y(B),.I1(reg1_out), .I2(reg2_out), .S(SB));
endmodule
module Decoder(output [1:0] load_enable, input DA, input W);
    assign load_enable[0] = ~DA & W;
    assign load_enable[1] = DA & W;
endmodule
module RegisterNbit(Din, Dout, Load, reset, clock);
    output reg[3:0] Dout;  
    input [3:0] Din;  
    input Load;  
    input reset;  
    input clock;  
    always @(posedge clock or posedge reset)begin
        if(reset) Dout <= 0;
        else if (Load) Dout <= Din;
        else Dout <= Dout;
    end
endmodule
module Mux2to1(Y, I1, I2, S);
    input [3:0] I1;
	input [3:0] I2;
    input S;
	output reg [3:0] Y;
    always @(I1, I2, S) begin
        case (S)
            1'b0: Y = I1;  
			1'b1: Y = I2;  
			default: Y = 4'b0;
        endcase
    end
endmodule
module combo_mult(a, b, p);
input[3:0] a, b;
wire[3:0] m0;  
wire[4:0] m1;  
wire[5:0] m2;  
wire[6:0] m3;  
wire [7:0] s1, s2, s3;
output[7:0] p;
assign m0 = a & {4{b[0]}}; 
assign m1 = {(a & {4{b[1]}}), 1'b0}; 
assign m2 = {(a & {4{b[2]}}), 2'b00};
assign m3 = {(a & {4{b[3]}}), 3'b000};
assign s1 = {4'b0, m0} + {3'b0,  m1};  
assign s2 = s1 + {2'b0,  m2};  
assign s3 = s2 + {1'b0,  m3};  
assign p = s3;  
endmodule
module cu ( 
  input clk, reset,
  input [2:0] adr1,
  input [2:0] adr2,
  input [2:0] dest_adr,
  output reg w_rf,
  output reg [2:0] ram_adr,
  output reg [2:0] rom_adr,
  output reg DA,SA,SB,
  output reg [2:0] st_out,
  output reg w_ram
);
parameter S0_idle = 0, S1_send_adr1 = 1, S2_send_adr2 = 2,S3_multiply = 3,S4_write_ram = 4, S5_read_ram=5;
reg [2:0] PS,NS;
always@(posedge clk or posedge reset)
    begin
        if(reset)
            PS <= S0_idle;   
        else    
            PS <= NS ;
    end  
always@(*) begin
    case(PS)
        S0_idle:begin
            w_rf = 1'b0;
            w_ram = 1'b0;
            NS = S1_send_adr1;
            st_out = 3'b000;
        end
        S1_send_adr1:begin	
            w_rf =1'b1;
            rom_adr=adr1;
            DA =1'b0;
            SA =1'b0;
            SB =1'b1;
            st_out = 3'b001;
            NS = S2_send_adr2;
        end
        S2_send_adr2:begin
            w_rf =1'b1;
            rom_adr=adr2;
            NS = S3_multiply;
            DA =1'b1;
            SA =1'b0;
            SB =1'b1;
            st_out = 3'b010;
        end
        S3_multiply: begin
            NS = S4_write_ram;
            st_out = 3'b011;
            w_rf=1'b0;
        end
        S4_write_ram: begin
            w_ram = 1'b1;
            st_out = 3'b100;
            ram_adr = dest_adr;
            NS = S5_read_ram;
        end
        S5_read_ram: begin
            w_ram=1'b0;
            st_out = 3'b101;
            if(!reset) begin
                NS = S5_read_ram;
            end
            else begin
                NS = S0_idle;
            end
        end
    endcase
end
endmodule
module ram(
	input clk, rst, w,
	input [data_width-1:0] data_in,
	input [addr_width-1:0] addr,  
	output reg [data_width-1:0] data_out);
	parameter data_width = 8;
	parameter addr_width = 3;
	parameter size = 8;
	reg [data_width-1:0] mem [size-1:0];
	always @ (posedge clk) begin
		if (rst) begin
			mem[0] <= 8'b0;
			mem[1] <= 8'b0;
			mem[2] <= 8'b0;
			mem[3] <= 8'b0;
			mem[4] <= 8'b0;
			mem[5] <= 8'b0;
			mem[6] <= 8'b0;
			mem[7] <= 8'b0;
		end
		else begin
			if (w) begin
				mem[addr] <= data_in;
			end
			else begin
				data_out <= mem[addr];
			end
		end
	end
endmodule
module rom(
	input [2:0] addr,
	output reg [3:0] data_out);
	always @* begin
		case (addr)
			3'd0: data_out = 4'b0;
			3'd1: data_out = 4'b1100;
			3'd2: data_out = 4'b0110;
			3'd3: data_out = 4'b0111;
			3'd4: data_out = 4'b1000;
			3'd5: data_out = 4'b0001;
			3'd6: data_out = 4'b1101;
			3'd7: data_out = 4'b1110;
		endcase
	end
endmodule
module top_whole(input clk,
                input rst,
                input [2:0] addr1, addr2, dest_addr,
                output [7:0] result);
    wire [3:0] D;  
    wire DA;  
    wire SA;  
    wire SB;  
    wire W_rf;  
    wire W_ram;
    wire [3:0] RF_A, RF_B;
    wire [7:0] product;  
    wire [2:0] rom_addr, ram_addr;
    cu control(.clk(clk), .reset(rst),.adr1(addr1), .adr2(addr2), .dest_adr(dest_addr), .w_rf(W_rf), .DA(DA), .SA(SA), .SB(SB), .w_ram(W_ram), .rom_adr(rom_addr), .ram_adr(ram_addr));
    rom rom_call(.addr(rom_addr), .data_out(D));
    RF register_file(.A(RF_A), .B(RF_B), .SA(SA), .SB(SB), .D(D), .DA(DA), .W(W_rf), .rst(rst), .clk(clk));
    combo_mult mult(.a(RF_A), .b(RF_B), .p(product));
    ram ram_call(.clk(clk), .rst(rst), .w(W_ram), .data_in(product), .addr(ram_addr), .data_out(result));
endmodule
```
`design/flow/run.sh`:
```
#!/bin/bash
# OpenROAD 26Q1-2900-gdf79404cd8, Yosys 0.63+post, stock flow scripts
make -C /OpenROAD-flow-scripts/flow DESIGN_CONFIG=/design/flow/config.mk WORK_HOME=/design/flow/orfs finish
```
`design/flow/config.mk`:
```
export PLATFORM = sky130hd
export DESIGN_NAME = top_whole
export DESIGN_NICKNAME = top_whole
export VERILOG_FILES = /design/flow/design.v
export SDC_FILE = /design/flow/constraint.sdc
export NUM_CORES = 4
export LEC_CHECK = 1
export CORE_UTILIZATION = 50
```
`design/flow/constraint.sdc`:
```
current_design top_whole

set clk_period 3.9
set clk_io_pct 0.2

create_clock -name clk0 -period $clk_period [get_ports {clk}]

set non_clock_inputs [all_inputs -no_clocks]
set_input_delay [expr $clk_period * $clk_io_pct] -clock clk0 $non_clock_inputs
set_output_delay [expr $clk_period * $clk_io_pct] -clock clk0 [all_outputs]
```
==> reports/metrics.cfg <==
[final_timing]
finClkSkew_ps=12.41
fmax_mhz=294.8
rsz0062_at_grt=no
unclocked_regs=12
tns_ps=0
worstMarginPinSlew_ps=800.7
period_used_pct=86.99
period_minus_slack_ps=3393
finalSetupViolations=0
slew_viol_final=0
finalWorstSetupSlack_ps=507.4
untimed_endpoints=15
slew_headroom_pct=46.42
finalHoldViolCount=0

[synth]
adder_share_pct=5.749
yosys_most_used_dff=edfxtp_1
synth_cells=339
synthXorXnorAreaFrac_pct=0.8048
yosysWarnings=5
top_area_share_pct=49.67
yosysTopAreaCell=edfxtp_1
ys_sh_mux_pct=10.35
synthSimpleGateAreaFrac_pct=15.38
netlist_area_um2=4353
synth-edff-count=72
topCellsByArea=edfxtp_1 (50%), dfrtp_1 (6.3%), mux4_1 (6.0%)
synth.cellmix.compoundShare_pct=3.852
postSynthAreaPerCell_um2=12.84
ys_area_um2=4353
top_logic_kind=simple AND/OR/NAND/NOR gates
async_reset_ff_share_pct=11.58
synth_cell_types=45
ys_ff=95
yosysCellCount=339

[die]
core_area_um2=8341
die_y_um=95.31
num_rows=33
io_pins=19
die_w_um=95.31
dieArea_um2=9083
initial_core_util_pct=52.19

[worst_setup_path]
r2r_slack_ps=510
rr_startpoint=register_file.reg2.Dout[0]
critPathKind=flip-flop to flip-flop
crit_required_ps=3980
crit_start=register_file.reg2.Dout[0]
reg2regPathDepth=10
crit_chain=and2_1, ha_1, fa_1, xor2_1, fa_1, ha_1, inv_1, fa_1, xor2_1, nor2_1
max_stage_delay_ps=550
crit_top_cell=fa_1
cpMaxStageDelayCell=fa_1
critPathCaptureType=flip-flop
cp_data_arrival_time_ps=3470
worst-path-max-fanout=8
critPathLaunchType=flip-flop
critPathCapture=ram_call.mem[2][5]
timing.rr.end=ram_call.mem[2][5]

[cts]
htree_levels=3
postCtsHoldBufs=0
cts_resized=0
numCtsBuffers=9
clk_latency_ps=350
clkTransAtPathRegs_ps=80
cts_tree=built
cts_max_path_buffers=2
post_cts_buffers=0
cts_root_buffer=clkbuf_8

[outcome]
status=finished, final reports clean

[power]
p_per_area_nw_per_um2=367.1
peakVddDrop_mv=0.1899
p_leak_nw=1.934

[run]
warning_count=28
max_cap_viol_count=0

[routing]
viasPerCell=5.465
insertedDiodeCount=0
drt_iter0_drc=66
drt_wl_total_um=8193
ant_nets=0
routedWlPerCell_um=17.62
drc_errors=0
vias=2541
drt-pass1-iter-count=4

[final_layout]
drive_above_1_share_pct=10.83
areaGrowthSynthToFinish_pct=10.23
final_cells=465

[place]
placedCellCount=449
place_congestion=0.8497
io_buffers=18
dp_slack_ps=515.3
dp_hpwl_um=5689

[global_route]
grt_max_degree=26
grt_usage_pct=22.18
grt_pass1_vias=2614
grt_first_pass_wirelength_um=13400
antenna_found_initial=0
gr-total-overflow=0

[hold_path]
min_path_type=flip-flop to flip-flop

==> placed cells by master, fill, tap and decap left out, types with 7 or more instances in the layout <==
master and n:
edfxtp_1 72, nor2_1 58, nand2_1 35, clkdlybuf4s50_1 18, a21oi_1 17, inv_1 15, and2_1 12, ha_1 12
dfrtp_1 11, mux4_1 10, clkbuf_8 9, dlxtn_1 9, nor3_1 7
==> through the flow <==
step | util (%) | area (um^2) | power [W] | hold slack, ps
after global placement | 55.01 | 4588 | 0.001125 | 525.5
after floorplan | - | 4353 | 0.001081 | 490.4
after detailed placement | 55.01 | 4588 | 0.001126 | 535.9
after CTS | 57.53 | 4798 | 0.001770 | 553.7
final | 57.53 | 4798 | 0.001762 | 548.7
after global routing | 57.53 | 4798 | 0.001827 | 583.0
==> logic make-up (layout without fill, tap and decap cells) <==
| group | Yosys count | in the layout |
|---|---|---|
| multiplexers | 23 | 23 |
| adder cells (fa/ha/maj) | 17 | 17 |
| XOR/XNOR | 4 | 4 |
| flip-flops | 83 | 83 |
| AND/OR/NAND/NOR | 136 | 136 |
| AND-OR/OR-AND | 31 | 31 |
| latches | 12 | 12 |
| buffers and inverters | 33 | 54 |
==> critical path: cells and delay by family, from the launching register on <==
| family | cells | cell delay (ps) |
|---|---|---|
| xor gates and xnor gates | 2 | 680 |
| DFF | 1 | 410 |
| and+or+nand+nor | 2 | 250 |
| adders and majority gates | 5 | 1740 |
| buffers and inverters | 1 | 60 |
==> synth_stat cells, types with 4 or more instances <==
cell      instances
clkbuf_1          8
dlxtn_1           9
nor2_1           58
a21oi_1          17
nand2_2           4
mux4_1           10
o21ai_0           6
ha_1             12
and2_1           12
inv_1            15
nand2_1          35
dfrtp_1          11
nor3_1            7
fa_1              5
edfxtp_1         72
a31oi_1           4
mux4_2            4
mux2_2            6
==> per-layer routing <==
layer  routed length [um]  track usage [%]
met1                 3465            33.88
met3                  618            8.840
met5                    0                0
met4                  130            3.157
met2                 3979            33.87
==> layout make-up <==
cell class	count	area, um^2
Fill cell	687	3542
Inverter	17	63.81
Multi-Input combinational cell	211	1573
Tap cell	105	131.4
Clock buffer	11	131.4
Sequential cell	95	2618
Clock inverter	5	78.83
Timing Repair Buffer	21	202.7
==> registers in the layout (all words and copies together) (netlist names) <==
| name | count |
|---|---|
| ram_call.mem | 64 |
| control.NS | 3 |
| register_file.reg1.Dout | 4 |
| control.rom_adr | 3 |
| control.w_ram | 1 |
| register_file.reg2.Dout | 4 |
| control.PS | 3 |
| ram_call.data_out | 8 |
| control.ram_adr | 3 |
| control.DA | 1 |
| control.w_rf | 1 |
==> where the power goes <==
part	switching, W	leakage, nW	total, W	internal, W
Sequential	0.00000996	0.967	0.00100	0.000993
Combinational	0.0000611	0.859	0.000102	0.0000407
Clock	0.000296	0.107	0.000657	0.000360
==> worst min-delay path by stage <==
stage                               from                         end  cells past startpoint  slack [ps]
CTS           register_file.reg1.Dout[1]  register_file.reg1.Dout[1]                      2         550
global route  register_file.reg1.Dout[1]  register_file.reg1.Dout[1]                      2         580
finish        register_file.reg1.Dout[1]  register_file.reg1.Dout[1]                      2         550
Power is estimated from default activity; no workload was simulated.
